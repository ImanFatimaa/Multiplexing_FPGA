===== /design/flow/design.v =====
module alu_with_seven_segment (
  input clk,rst,
  input wire [3:0] select1,
  input wire [3:0] select2,
    input [2:0] operation,
  output reg [6:0] segment,
  output reg [15:0] result,
    output reg overflow,
   output reg anode1=1'b0,
  output reg anode2=1'b0,
  output reg anode3=1'b0,
  output reg anode4=1'b0,
  output reg [4:0]cathods
);
reg t;
  reg [15:0] operand1;
  reg [15:0] operand2;
  reg [3:0] digit_number = 4'b0000;
  reg [19:0] clk_counter = 20'd0;
  always @(posedge clk or negedge rst) begin
  if(rst==0)
    begin
	   clk_counter <=0;
	 end
   else
	begin
    clk_counter <= clk_counter + 1;
    if (clk_counter >= 100000) begin
        clk_counter <= 0;
      digit_number <= digit_number + 1;
      if (digit_number >= 3) begin 
        digit_number <= 0;
      end
    end
  end
end
  always @(*) begin
    case (digit_number)
      2'b00: begin
        anode1 = 1'b0;
        anode2 = 1'b1;
        anode3 = 1'b1;
        anode4 = 1'b1;
      end
      2'b01:begin
        anode1 = 1'b1;
        anode2 = 1'b0;
        anode3 = 1'b1;
        anode4 = 1'b1;
      end
      2'b10:begin
        anode1 = 1'b1;
        anode2 = 1'b1;
        anode3 = 1'b0;
        anode4 = 1'b1;
      end
      2'b11:  begin
        anode1 = 1'b1;
        anode2 = 1'b1;
        anode3 = 1'b1;
        anode4 = 1'b0;
      end
    endcase
  end
  always @(*) begin
    case (select1)
        4'b0000:  operand1  = 16'b0100001100100001;
        4'b0001: operand1  = 16'b0011_0011_0011_0011;  
      4'b0010: operand1  = 16'b0100_0100_0100_0100;  
        4'b0011: operand1  = 16'b1000_1000_1000_1000;  
        4'b0100: operand1  = 16'b1001_1001_1001_1001;  
        4'b0101: operand1 = 16'b1011_1011_1011_1011;  
        4'b0110: operand1  = 16'b0111_1110_0110_0010;  
        4'b0111: operand1  = 16'b0111_1100_1100_1100;  
        4'b1000: operand1  = 16'b1111_1101_0110_1100;  
        4'b1001: operand1  = 16'b1100_0110_1000_1000;  
        4'b1010: operand1  = 16'b0001_0101_0011_0100;  
        4'b1011: operand1 = 16'b0010_1100_1000_1000;  
        4'b1100: operand1  = 16'b1001_0110_0011_1100;  
        4'b1101: operand1  = 16'b1010_1100_1010_1010;  
        4'b1110: operand1  = 16'b0101_0110_1100_0110;  
        4'b1111: operand1  = 16'b1100_1001_0011_0011;  
    endcase
end
  always @(*) begin
    case (select2)
          4'b0000:  operand2  = 16'b0000000000000000;
        4'b0001: operand2  = 16'b0011_0011_0011_0011;  
      4'b0010: operand2  = 16'b0100_0100_0100_0100;  
        4'b0011: operand2  = 16'b1000_1000_1000_1000;  
        4'b0100: operand2  = 16'b1001_1001_1001_1001;  
        4'b0101: operand2 = 16'b1011_1011_1011_1011;  
        4'b0110: operand2  = 16'b0111_1110_0110_0010;  
        4'b0111: operand2  = 16'b0111_1100_1100_1100;  
        4'b1000: operand2  = 16'b1111_1101_0110_1100;  
        4'b1001: operand2  = 16'b1100_0110_1000_1000;  
        4'b1010: operand2  = 16'b0001_0101_0011_0100;  
        4'b1011: operand2 = 16'b0010_1100_1000_1000;  
        4'b1100: operand2  = 16'b1001_0110_0011_1100;  
        4'b1101: operand2  = 16'b1010_1100_1010_1010;  
        4'b1110: operand2  = 16'b0101_0110_1100_0110;  
        4'b1111: operand2  = 16'b1100_1001_0011_0011;  
    endcase
end
always @(*)
begin
    case(operation)
        3'b000: result = operand1 + operand2;  
        3'b001: result = operand1 - operand2;  
        3'b010: result = operand1 & operand2;  
        3'b011: result = operand1 | operand2;  
    endcase
    if(operation[2] == 1'b0) begin
        if(operation[1] == 1'b0) begin
            if(operation[0] == 1'b0) begin
                overflow = (operand1[15] & operand2[15] & ~result[15]) | (~operand1[15] & ~operand2[15] & result[15]);
            end else begin
                overflow = (operand1[15] & ~operand2[15] & ~result[15]) | (~operand1[15] & operand2[15] & result[15]);
            end
        end
    end
end
  always @(*) begin
    case (digit_number)
      2'b00: cathods=result[3:0];
      2'b01: cathods= result[7:4]; 
      2'b10: cathods=result[11:8];
      2'b11: cathods= result[15:12];
    endcase
  end
      always @(*)
    begin
        case(cathods)
            4'h0: segment[6:0] = 7'b1000000;     
            4'h1: segment[6:0] = 7'b1111001;     
            4'h2: segment[6:0] = 7'b0100100;     
            4'h3: segment[6:0] = 7'b0110000;     
            4'h4: segment[6:0] = 7'b0011001;     
            4'h5: segment[6:0] = 7'b0010010;     
            4'h6: segment[6:0] = 7'b0000010;     
            4'h7: segment[6:0] = 7'b1111000;     
            4'h8: segment[6:0] = 7'b0000000;     
            4'h9: segment[6:0] = 7'b0010000;     
            4'ha: segment[6:0] = 7'b0001000;     
            4'hb: segment[6:0] = 7'b0000011;     
            4'hc: segment[6:0] = 7'b1000110;     
            4'hd: segment[6:0] = 7'b0100001;     
            4'he: segment[6:0] = 7'b0000110;     
        endcase
    end
endmodule

===== /design/flow/run.sh =====
#!/bin/bash
# OpenROAD 26Q1-2900-gdf79404cd8, Yosys 0.63+post, stock flow scripts
make -C /OpenROAD-flow-scripts/flow DESIGN_CONFIG=/design/flow/config.mk WORK_HOME=/design/flow/orfs finish

===== /design/flow/config.mk =====
export PLATFORM = sky130hd
export DESIGN_NAME = alu_with_seven_segment
export DESIGN_NICKNAME = alu_with_seven_segment
export VERILOG_FILES = /design/flow/design.v
export SDC_FILE = /design/flow/constraint.sdc
export NUM_CORES = 4
export LEC_CHECK = 1
export CORE_UTILIZATION = 40

===== /design/flow/constraint.sdc =====
current_design alu_with_seven_segment

set clk_period 4.5
set clk_io_pct 0.2

create_clock -name clk0 -period $clk_period [get_ports {clk}]

set non_clock_inputs [all_inputs -no_clocks]
set_input_delay [expr $clk_period * $clk_io_pct] -clock clk0 $non_clock_inputs
set_output_delay [expr $clk_period * $clk_io_pct] -clock clk0 [all_outputs]

==> flow_metrics.py <==
# Auto-generated metrics
metrics = {
    "outcome": {
        "outcome": "complete, no violations",
    },
    "critical_path": {
        "cp.required_ps": 4510,
        "cp_max_fo": 18,
        "crit_type": "reg -> reg",
        "cp.arrival_ps": 2240,
        "crit_start": "clk_counter[6]",
        "reg2reg_from": "clk_counter[6]",
        "start_kind": "register",
        "endpoint_kind": "register",
    },
    "final_timing": {
        "final-max-slew-violation-count": 0,
        "max_freq_mhz": 447,
        "fin_tns_setup_ps": 0,
        "finClkSkew_ps": 1.53,
        "relSlewSlack_pct": 41.7,
        "finalCriticalPeriod_ps": 2240,
        "post-route-period-util_pct": 49.7,
        "unclocked_pins": 32,
        "hold_violations": 0,
        "finalSetupViolCount": 0,
        "rsz0062_at_grt": "no",
        "tightest_slew_ps": 872,
        "untimed_endpoints": 64,
    },
    "pwr": {
        "power.total_uw": 964,
        "ir_drop_mv": 0.241,
        "p_leak_nw": 2.00,
        "powerDensity_nw_per_um2": 200,
    },
    "global_route": {
        "grt_pass1_vias": 3364,
        "grt_max_degree": 35,
        "grt.total_usage_pct": 18.3,
        "antenna_found_initial": 0,
        "grt_overflow_total": 0,
        "grt_pass1_wl_um": 16400,
    },
    "die": {
        "initial_core_util_pct": 41.1,
        "boundaryPins": 46,
        "row_count": 37,
        "core_um2": 10300,
        "fp.dieW_um": 105,
        "die_h_um": 105,
        "die_area_um2": 11000,
    },
    "place": {
        "dp_hpwl_um": 7500,
        "routabilityCongestion": 0.894,
        "numPortBuffers": 44,
    },
    "cts": {
        "insertion_delay_ps": 250,
        "cts_root_buf": "clkbuf_8",
        "clockBufferDepth": 2,
        "cts_setup_buffers": 0,
        "cts_buffers": 3,
        "hold_buffers": 0,
        "cts_tree": "yes",
        "postCtsResizedCells": 0,
        "clkTransAtPathRegs_ps": 70,
        "htree_levels": 1,
    },
    "synth": {
        "ys.flops": 56,
        "synth-edff-count": 4,
        "ys.warnings.count": 2,
        "top_cell": "nor2_1",
        "ys_chip_area_um2": 4220,
        "netlist.area_leader.share_pct": 11.9,
        "synth_cell_types": 66,
        "yosys.area.top_type": "dfrtp_1",
        "synthCells": 551,
        "yosys-top-cells-area": "dfrtp_1 (12%), ha_1 (12%), dlxtn_1 (11%)",
        "syn_area_um2": 4220,
        "top_cells_by_count": "nor2_1 (78), nand2_1 (52), a21oi_1 (40), ha_1 (39), o21ai_0 (35)",
        "ys_cells": 551,
        "async_flop_share_pct": 35.7,
        "avgSynthCellArea_um2": 7.66,
        "synth-main-ff-cell": "dlxtn_1",
    },
    "route": {
        "drt_iter0_drc": 136,
        "viasPerCell": 5.30,
        "routed-via-count": 3803,
        "routedWlPerCell_um": 13.2,
        "drc": 0,
        "wl_um": 9480,
        "diodes": 0,
        "antenna_left": 0,
        "drt_pass1_iterations": 13,
    },
    "cells_and_area": {
        "fillers": 1012,
        "syn2layout_area_growth_pct": 14.3,
        "drive_above_1_share_pct": 3.79,
    },
    "worst_hold_path": {
        "hp-start": "clk_counter[16]",
        "hp-class": "reg -> reg",
    },
    "flow_run": {
        "openroad.warnings": 44,
        "maxCapViolations": 0,
    },
}
[path summary, 6_finish.rpt]
| kind | cells past startpoint | endpoint | slack, ps |
|---|---|---|---|
| setup / recovery | 5 | digit_number[0] | 2260 |
| hold / removal | 2 | clk_counter[16] | 510 |
| setup reg to reg | 5 | digit_number[0] | 2260 |
| hold reg to reg | 2 | clk_counter[16] | 510 |
| max in group asynchronous | 2 | clk_counter[8] | 3330 |
| min in group asynchronous | 2 | clk_counter[1] | 970 |
[critical path: stages (launching register included)]
cell and delay (ps):
dfrtp_1 420, o21a_1 210, o211ai_1 210, a21oi_1 90, or4_1 720, and2_1 350
[flip-flops by register name (all words and copies together), names as in the netlist]
signal	flops
cathods	4
anode2	1
digit_number	4
anode1	1
clk_counter	20
segment	7
anode4	1
result	16
anode3	1
overflow	1
[cells by family after synthesis]
kind of cell               Yosys count  share of synthesized area (%)
and+or+nand+nor                    193                           21.3
AOI/OAI and AO/OA                  141                           21.0
buffers and inverters               59                           5.63
adders and majority gates           44                           13.0
xor gates and xnor gates            43                           8.93
latches                             32                           11.4
DFF                                 24                           14.7
muxes                               14                           4.00
other                                1                         0.0889
[metrics by stage]
step / setup slack, ps / util (%) / instance area (um^2) / hold slack, ps / std cells
3_5_place_dp: 2290 / 46.4 / 4770 / 501 / 713
5_1_grt: 2170 / 46.9 / 4820 / 547 / 717
6_report: 2260 / 46.9 / 4820 / 512 / 717
4_1_cts: 2260 / 46.9 / 4820 / 519 / 717
3_3_place_gp: 2320 / 46.4 / 4770 / 484 / 713
2_1_floorplan: 2690 / - / 4240 / 466 / 556
[per-layer routing]
layer  GRT usage (%)  part of all wire (%)
met1            28.4                    50
met2            29.0                    45
met3            2.10                   4.4
met4            1.41                  0.78
met5               0                     0
[power breakdown]
part	internal (mW)	total [mW]	switching, mW
Sequential	0.263	0.284	0.0213
Clock	0.0778	0.136	0.0580
Combinational	0.252	0.545	0.293
Total	0.592	0.964	0.373
[final cells by class]
type,count,area (um^2),area share [%]
timing repair buffer,49,478,9.91
tap,136,170,3.53
clock buffer,4,55.1,1.14
multi-input combinational,441,2900,60.1
sequential,56,1100,22.8
inverter,31,119,2.46
[placed cells by master, fill, tap and decap left out, drive strengths merged, types with 11 or more instances in the layout]
cell / count
nor2: 78
nand2: 52
clkdlybuf4s50: 44
a21oi: 40
ha: 39
o21ai: 35
dlxtn: 32
inv: 31
xnor2: 28
dfrtp: 20
xor2: 15
a31oi: 14
nand3: 11
Power and IR drop assume default switching activity.
